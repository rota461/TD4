$ cat design/flow/design.v
module clock_gen_1hz(
    input CLK, RST,
    output CLK_OUT
);
reg [25:0] cnt;
always @(posedge CLK) begin
    if(RST)
        cnt <= 26'b0;
    else if(CLK_OUT)
        cnt <= 26'b0;
    else
        cnt <= cnt + 26'b1;
 end
 assign CLK_OUT = (cnt==26'd49_999_999);
 endmodule
module adder(
    input [3:0] a, 
    input [3:0] b,
    output [3:0] r,
    output co
);
assign {co, r} = a + b;
endmodule
module counter(
    input clk,rst,load,
    input [3:0] di,
    output reg [3:0] qd
);
always @(posedge clk) begin
    if(rst | di == 4'b1111)
        qd <= 4'b0000;
    else if(!load)
        qd <= di;
    else 
        qd <= qd + 1;
end
endmodule
module cpu(
    input CLK, RST,
    output [9:0] LEDR
);
wire clk;
wire [3:0] addr;
wire [7:0] data_bus;
wire cflg;
wire [1:0] select;
wire [3:0] load;
wire [3:0] a;
wire [3:0] b;
wire [3:0] out;
wire [3:0] selector_out;
wire [3:0] adder_out;
clock_gen_1hz clock_gen(
    .CLK(CLK),
    .RST(RST),
    .CLK_OUT(clk)
);
rom rom(
    .clk(clk), 
    .rst(RST), 
    .addr(addr),
    .qd(data_bus)
);
counter counter(
    .clk(clk), 
    .rst(RST),
    .load(load[3]),
    .di(adder_out),
    .qd(addr)
);
decoder decoder(
    .data_input(data_bus[7:4]),
    .cflg(cflg),
    .select(select),
    .load(load)
);
data_selector data_selector(
    .a(a),
    .b(b),
    .select(select),
    .out(out),
    .qd(selector_out)
 );
register a_reg(
    .clk(clk),
    .rst(RST),
    .load(load[0]),
    .d(adder_out),
    .qd(a)
);
register b_reg(
    .clk(clk),
    .rst(RST),
    .load(load[1]),
    .d(adder_out),
    .qd(b)
);
io out_put(
    .clk(clk),
    .rst(RST),
    .di(adder_out),
    .load(load[2]),
    .LEDR(LEDR)
);
adder adder(
    .a(selector_out),
    .b(data_bus[3:0]),
    .r(adder_out),
    .co(cflg)
);
endmodule
module data_selector(
    input [3:0] a,b,out,
    input [1:0] select,
    output reg [3:0] qd
);
always @* begin
    case (select)
        2'b00 : qd <= a;
        2'b01 : qd <= b;
        2'b10 : qd <= out;
        2'b11 : qd <= 4'b0000;
    endcase
end
endmodule
module decoder(
    input [3:0] data_input,
    input cflg,
    output reg [1:0] select,
    output reg [3:0] load
);
always @* begin
    case (data_input)
        4'b0000 : begin select <= 2'b00; load <= 4'b1110; end 
        4'b0001 : begin select <= 2'b01; load <= 4'b1110; end 
        4'b0010 : begin select <= 2'b10; load <= 4'b1110; end 
        4'b0011 : begin select <= 2'b11; load <= 4'b1110; end
        4'b0100 : begin select <= 2'b00; load <= 4'b1101; end
        4'b0101 : begin select <= 2'b01; load <= 4'b1101; end
        4'b0110 : begin select <= 2'b10; load <= 4'b1101; end
        4'b0111 : begin select <= 2'b11; load <= 4'b1101; end
        4'b1001 : begin select <= 2'b01; load <= 4'b1011; end
        4'b1011 : begin select <= 2'b11; load <= 4'b1011; end
        4'b1110 : begin 
            if(cflg) begin select <= 2'b00; load <= 4'b1111; end
            else     begin select <= 2'b11; load <= 4'b0111; end
        end
        4'b1111 : begin select <= 2'b11; load <= 4'b0111; end
    endcase
end
endmodule
module io(
    input clk,rst,load,
    input [3:0] di,
    output reg [9:0] LEDR
);
always @(posedge clk) begin
    if(rst)
        LEDR = 4'b0000;
    else if(!load)
        LEDR = di;
end
endmodule
module register(
    input clk,rst,load,
    input [3:0] d,
    output reg[3:0] qd
);
always @(posedge clk) begin
    if(rst)
        qd <= 4'b0;
    else if(!load)
        qd <= d;
end
endmodule
module rom(
    input clk, rst,
    input [3:0] addr,
    output reg[7:0] qd
);
always @* begin
    case(addr)
        4'b0000: qd <= 8'b10110011;
        4'b0001: qd <= 8'b10110110;
        4'b0010: qd <= 8'b10111100;
        4'b0011: qd <= 8'b10111000;
        4'b0100: qd <= 8'b10111000;
        4'b0101: qd <= 8'b10111100;
        4'b0110: qd <= 8'b10110110;
        4'b0111: qd <= 8'b10110011;
        4'b1000: qd <= 8'b10110001;
        4'b1001: qd <= 8'b11110000;
    endcase
end
endmodule  
$ cat design/flow/run.sh
#!/bin/bash
# OpenROAD 26Q1-2900-gdf79404cd8, Yosys 0.63+post, stock flow scripts
make -C /OpenROAD-flow-scripts/flow DESIGN_CONFIG=/design/flow/config.mk WORK_HOME=/design/flow/orfs finish
$ cat design/flow/config.mk
export PLATFORM = sky130hd
export DESIGN_NAME = cpu
export DESIGN_NICKNAME = cpu
export VERILOG_FILES = /design/flow/design.v
export SDC_FILE = /design/flow/constraint.sdc
export NUM_CORES = 4
export LEC_CHECK = 1
export CORE_UTILIZATION = 30
$ cat design/flow/constraint.sdc
current_design cpu

set clk_period 3.4
set clk_io_pct 0.2

create_clock -name clk0 -period $clk_period [get_ports {CLK}]

set non_clock_inputs [all_inputs -no_clocks]
set_input_delay [expr $clk_period * $clk_io_pct] -clock clk0 $non_clock_inputs
set_output_delay [expr $clk_period * $clk_io_pct] -clock clk0 [all_outputs]
==> run summary <==
Synthesis and PnR results.

- The via density per instance reads 4.94.
- The aggregate negative setup slack reads 0 ns.
- The final clock period utilization by the worst path is 0.649.
- The primary flip-flop cell chosen by synthesis mapping is sky130_fd_sc_hd__dfxtp_1.
- The number of cells in Yosys stat reads 210.
- The number of buffers and inverters on the critical path is 1.
- The highest-delay cell along the critical path reads sky130_fd_sc_hd__o41ai_4.
- The global routing usage summed across all routing layers is 0.109.
- Per the post-synthesis stats, the area per cell is 8.59 um2.
- The final number of hold-violating endpoints is 0.
- The achievable frequency reads 0.453 GHz.
- The worst reg2reg path startpoint reads clock_gen.cnt[11].
- The number of antenna violations at the first check in global routing is 0.
- The top cell family by delay on the critical path reads AND-OR/OR-AND gates.
- Traced cell by cell, the critical path runs through nor4_1 -> nand4_1 -> o41ai_4 -> buf_4 -> a21oi_1.
- The share of layout cells above drive strength 1 is 0.0514.
- Per STA, the highest per-stage delay on the worst path measures 0.79 ns.
- The yosys warning tally reads 13.
- In this run the worst setup path begins at clock_gen.cnt[11].
- Setup repair after global routing left no endpoint under its margin.
- 17 endpoints have no timing constraint.
- The overall die height reads 79.6 um.
- For this block, the via count after detailed routing is 1412.
- In this run, placement finished with an instance count of 282.
- The total I/O pin count reads 12.
- After legalization and detailed placement, the total HPWL measured 2320 um.
- The final wirelength is 3230 um.
- The flip-flop and latch count after synthesis reads 39.
- The class of the tightest hold or removal check reads reg -> reg.
- The number of DRC violations after detailed routing reads 0.
- The via count of the first global-routing pass was 1302.
- The aggregate global routing overflow is 0.
- The worst clock skew is around 0.0038 ns.
- The flow ran to the end, and the final reports show no timing, DRC or antenna violations.
- The area of the mapped netlist is between 1500 and 2000 um2.
- For reference, the clock transition at the flip-flops on the worst setup and hold paths is 0.09 ns.
- The post-place setup slack reads 1.20 ns.
- The normalized max-slew margin is 0.499.
- The power density over the cells is 294 nW/um2.
- The number of fill cells is between 500 and 600.
- The startpoint type of the worst setup path reads a flop.
- The timer found 13 register pins that no clock reaches; their paths are not timed.
- The area recorded from the Yosys report for this design is approximately 1800 um2.
- Of all nets on the critical path, the largest fanout is 14.
- The number of synthesized flops with an enable pin reads 0.
- The die boundary width reads roughly 80 um.
- The number of library cell types mapped by synthesis is 35.
- Leaving out fill and tap cells, the most frequent cells in the layout are sky130_fd_sc_hd__nor2_1 (34), sky130_fd_sc_hd__dfxtp_1 (34), sky130_fd_sc_hd__xnor2_1 (12), sky130_fd_sc_hd__a21oi_1 (12), sky130_fd_sc_hd__inv_1 (11).
- Once detail routing completed, the nets flagged for antenna violations numbered 0.
- The static leakage is about 0.68 nW.
- The number of core rows is 27.
- The finished cells cover 1990 um2.
- The last timing report of the flow puts the setup violation total at 0.
- Subtracting the final worst setup slack from the clock period gives 2.21 ns.
- The wire length of the first global-routing pass is 5600 um.
- The weighted congestion at the end of routability-driven global placement reads 0.785.
- The transition time at the pin with the least slew margin reads roughly 0.74 ns.
- Before antenna repair, the detailed router went through 4 iterations.
- Counting the buffers created by CTS gives 3.
- The tree is rooted in a sky130_fd_sc_hd__clkbuf_8.
- In this run the maximum-capacitance check reported violations numbering 0.
- The data required time at the worst endpoint is 3.56 ns.
- The largest net degree at the start of global routing reads 16.
- The number of resized instances in the post-cts repair step is 0.
- The startpoint-to-endpoint class of the critical path is reg -> reg.
- The worst path arrival time is 2.36 ns.
- Counting along the longest clock path gives a buffer depth of 2.
- The async set-reset flop share out of synthesis reads 0.
- The first-iteration detailed-routing DRC count reads 61.
- The post-layout worst setup margin reads 1.19 ns.
- The tool warning count is 28.
- The post-CTS setup buffer count is 0.
- The source of the worst hold timing path reads clock_gen.cnt[25].
- The worst-case vdd ir drop reads ~0.32 mV.
- The instance area at placement is 1920 um2.
- The total power is 0.584 mW.
- The count of hold buffers inserted by post-cts repair is 0.
- The standard cell core area is roughly 5600 um2.
- The TritonCTS clock tree reads yes.
- The average wire length per cell after detail routing reads 11.3 um.
- The later pin in the worst-skew pair is clocked with a latency of 0.27 ns.
- The synthesis-to-finish area growth is 10.3%.
- The synthesized instance count reads between 200 and 250.
- The fraction of the core area occupied by cells at floorplan is 0.320.
- The number of I/O port buffers reads 5.
- For this run, the number of standard cells in the final layout without fillers is 286.
- STA classifies the critical path endpoint as a flop.
- The repair_antennas step left the layout with diodes totalling 0.
- The max-slew violation count reads 0.
- In this run the number of H-tree levels came out at 1.
- After floorplanning, the die was sized to cover 6330 um2.
==> state kept, by name, summed over array words and instances, names as in the netlist <==
signal	cells
out_put.LEDR	4
clock_gen.cnt	26
counter.qd	4
rom.qd	5
==> cell families after synthesis <==
| group | count (synthesis) | share of synthesized area |
|---|---|---|
| AND-OR/OR-AND | 32 | 0.116 |
| XOR/XNOR | 16 | 0.0777 |
| adder cells (fa/ha/maj) | 5 | 0.0347 |
| buffers and inverters | 23 | 0.0624 |
| flip-flops | 34 | 0.377 |
| latches | 5 | 0.0416 |
| multiplexers | 6 | 0.0333 |
| other | 1 | 0.00208 |
| AND/OR/NAND/NOR | 88 | 0.255 |
==> per-stage QoR <==
stage / hold WS (ns) / util
3_5_place_dp: 0.471 / 0.340
6_report: 0.486 / 0.353
2_1_floorplan: 0.447 / -
5_1_grt: 0.513 / 0.353
4_1_cts: 0.485 / 0.353
3_3_place_gp: 0.462 / 0.340
==> path summary, 6_finish.rpt <==
check                           depth (start not counted)                 to  slack [ns]
worst max-delay path                                    5  clock_gen.cnt[25]        1.19
worst min-delay path                                    2  clock_gen.cnt[25]        0.49
worst max register to register                          5  clock_gen.cnt[25]        1.19
worst min register to register                          2  clock_gen.cnt[25]        0.49
==> worst register-to-register path, stage by stage, from the launching register on <==
cell                      delay [ns]
sky130_fd_sc_hd__dfxtp_1        0.34
sky130_fd_sc_hd__nor4_1         0.36
sky130_fd_sc_hd__nand4_1        0.23
sky130_fd_sc_hd__o41ai_4        0.79
sky130_fd_sc_hd__buf_4          0.32
sky130_fd_sc_hd__a21oi_1        0.06
==> cell usage after synthesis, types with 3 or more instances <==
cell type                  number  area share
sky130_fd_sc_hd__nand4_1        6       0.021
sky130_fd_sc_hd__ha_1           5       0.035
sky130_fd_sc_hd__xnor2_1       12       0.058
sky130_fd_sc_hd__o31ai_1        4       0.017
sky130_fd_sc_hd__a21oi_1       12       0.033
sky130_fd_sc_hd__nand3_1        7       0.019
sky130_fd_sc_hd__xor2_1         4       0.019
sky130_fd_sc_hd__clkbuf_1       3      0.0062
sky130_fd_sc_hd__dfxtp_1       34        0.38
sky130_fd_sc_hd__nand2_1        9       0.019
sky130_fd_sc_hd__buf_2          3      0.0083
sky130_fd_sc_hd__mux2i_1        6       0.033
sky130_fd_sc_hd__nor4_1         5       0.017
sky130_fd_sc_hd__inv_1         11       0.023
sky130_fd_sc_hd__or4_1          8       0.033
sky130_fd_sc_hd__buf_4          6       0.025
sky130_fd_sc_hd__nor2_1        34       0.071
sky130_fd_sc_hd__or3_1          5       0.017
sky130_fd_sc_hd__and3_1         4       0.014
sky130_fd_sc_hd__nor3_1         5       0.014
sky130_fd_sc_hd__dlxtn_1        5       0.042
sky130_fd_sc_hd__o21ai_0        7       0.019
==> layout make-up <==
cell class / instances / area (um2) / share of cell area
Clock buffer: 3 / 41.3 / 0.0208
Clock inverter: 1 / 30.0 / 0.0151
Inverter: 11 / 41.3 / 0.0208
Multi-Input combinational cell: 153 / 966 / 0.486
Sequential cell: 39 / 756 / 0.380
Tap cell: 72 / 90.1 / 0.0453
Timing Repair Buffer: 7 / 65.1 / 0.0327
==> report_power, final <==
part	switching [mW]	leakage [nW]	internal [mW]
logic	0.0101	0.333	0.00655
clock network	0.0985	0.0357	0.157
registers	0.00387	0.316	0.307
==> metal layers <==
metal / share of wire / vias up / wire length (um) / GRT usage
met4: 0.0071 / 0 / 23 / 0.00545
met3: 0.025 / 2 / 82 / 0.0116
met2: 0.44 / 25 / 1420 / 0.184
met5: 0 / - / 0 / 0
li1: - / 747 / - / -
met1: 0.53 / 638 / 1700 / 0.158
Power figures rest on the tool's default switching activity, not on a simulated workload.
